File: flow/design.v
module render(
	input clk, reset,
	input [9:0] x, y,
	input video_on,
	output [23:0]rgb,
	input clk_1ms,
	input paddle1_on, paddle2_on, ball_on, 
	input [23:0]rgb_paddle1, rgb_paddle2, rgb_ball,
	input [1:0] game_state
	);
	reg [23:0] rgb_reg;
	always @(posedge clk)
	begin
	if (!reset)
		rgb_reg <= 0;
	else
		begin
			if (game_state == 2'b01)
			begin
				if (paddle1_on)
					rgb_reg <= rgb_paddle1;
				else if (paddle2_on)
					rgb_reg <= rgb_paddle2;
				else if (ball_on)
					rgb_reg <= rgb_ball;
				else
					rgb_reg <= 24'b0;
			end
			else if (game_state == 2'b10)
				rgb_reg <= rgb_paddle1;
			else if (game_state == 2'b11)
				rgb_reg <= rgb_paddle2;
			else rgb_reg <= 0;
		end
	end
	assign rgb = (video_on) ? rgb_reg : 8'b0;
endmodule
File: flow/run.sh
#!/bin/bash
# OpenROAD 26Q1-2900-gdf79404cd8, Yosys 0.63+post, stock flow scripts
make -C /OpenROAD-flow-scripts/flow DESIGN_CONFIG=/design/flow/config.mk WORK_HOME=/design/flow/orfs finish
File: flow/config.mk
export PLATFORM = sky130hd
export DESIGN_NAME = render
export DESIGN_NICKNAME = render
export VERILOG_FILES = /design/flow/design.v
export SDC_FILE = /design/flow/constraint.sdc
export NUM_CORES = 4
export LEC_CHECK = 1
export CORE_UTILIZATION = 40
File: flow/constraint.sdc
current_design render

set clk_period 1.9
set clk_io_pct 0.2

create_clock -name clk0 -period $clk_period [get_ports {clk}]

set non_clock_inputs [all_inputs -no_clocks]
set_input_delay [expr $clk_period * $clk_io_pct] -clock clk0 $non_clock_inputs
set_output_delay [expr $clk_period * $clk_io_pct] -clock clk0 [all_outputs]
==> metrics.log <==
[metrics] run summary
[metrics] post-synthesis chip area from yosys: about 0.0019 mm²
[metrics] gate count of the mapped netlist: ~170
[metrics] Hold Violations, Final: 0
[metrics] CP Class: input pin to output port
[metrics] launch point of the critical path: video_on
[metrics] leakage component of the power: between 1 and 1.5 nW
[metrics] leading post-synthesis cells by cell area: sky130_fd_sc_hd__dfxtp_1, sky130_fd_sc_hd__o32ai_2, sky130_fd_sc_hd__a221oi_2
[metrics] Detailed Route Iter0 Violations: 61
[metrics] Async SR Flop Fraction: 0%
[metrics] clock-pin slew on the worst setup and hold paths: ~0.090 ns
[metrics] clock tree from TritonCTS: done
[metrics] peak supply drop: roughly 0.41 mV
[metrics] number of antenna violations at the first check in global routing: 0
[metrics] Pins Over Slew Limit: 0
[metrics] total routing usage reported by global routing: 21.7%
[metrics] DRC violation count after routing: 0
[metrics] total die size: slightly above 0.005 mm²
[metrics] Synth Cell Area: between 0.0015 and 0.002 mm²
[metrics] critical path data required time: between 1.5 and 2 ns
[metrics] end-of-flow core utilization: between 60 and 70%
[metrics] library cell occupying the most area in the post-synthesis netlist: sky130_fd_sc_hd__dfxtp_1
[metrics] number of placed instances, taps included: between 300 and 400
[metrics] Die Span X: slightly above 70 µm
[metrics] total of fill cells in the finished design: 353
[metrics] post-synthesis sequential element count: 24
[metrics] number of buffers on the longest clock path: 2
[metrics] Max-cap violations: 0
[metrics] worst hold path type: input pin to flop
[metrics] number of cells on the worst hold path: 4
[metrics] # clock sinks: 24
[metrics] Final Setup Violations: 0
[metrics] mean cell area of the mapped netlist: between 10 and 15 µm²
[metrics] num rows: 24
[metrics] minimum period implied by the final worst setup slack: around 1.7 ns
[metrics] Largest register FFs: 24
[metrics] final worst path period share: between 90 and 100%
[metrics] half-perimeter wire length of the detailed placement result: ~3.7 mm
[metrics] Highest Clock Rate: 0.572 GHz
[metrics] kind of launch point of the worst setup path: input pin
[metrics] grt total ovfl: 0
[metrics] non-filler instance count after layout: about 320
[metrics] Routability Congestion: slightly below 0.8
[metrics] unrepaired setup endpoints after global routing: no
[metrics] maximum number of pins on one net before global-route repair: slightly below 50
[metrics] root cell of the clock tree: sky130_fd_sc_hd__clkbuf_8
[metrics] Worst Hold Launch: game_state[0]
[metrics] Via Count: approximately 1700
[metrics] Antenna Violating Nets Remaining: 0
[metrics] hold path endpoint: rgb_reg[2]
[metrics] arrival time of the worst setup path: ~1.4 ns
[metrics] number of clock buffers inserted by TritonCTS: 3
[metrics] Pre-Place Util: 42.8%
[metrics] top cells by instance count after synthesis: sky130_fd_sc_hd__and2_1, sky130_fd_sc_hd__dfxtp_1, sky130_fd_sc_hd__mux2i_1, sky130_fd_sc_hd__nor2b_1
[metrics] height of the chip: between 70 and 80 µm
[metrics] top-level I/O count: 125
[metrics] Avg WL per Cell: about 17 µm
[metrics] n_diodes: 0
[metrics] iteration count of the initial detailed-routing pass: 24
[metrics] Detailed Route WL: around 5.3 mm
[metrics] unique cell type count in the Yosys netlist: 19
[metrics] P&R area growth vs syn: 61.1%
[metrics] share of the synthesized area in the top cell type: ~25%
[metrics] cell count in the Yosys report: between 150 and 200
[metrics] quantity of I/O buffers inserted on ports: roughly 100
[metrics] run status: complete, no violations
[metrics] Tool Warnings: ~47
[metrics] sequential fraction of the synthesis area: between 20 and 30%
[metrics] headroom to the max-slew limit: 81.0%
[metrics] power density over cell area: between 400 and 500 mW/mm²
[metrics] core region area: about 0.0045 mm²
[metrics] most frequently used flop master after synthesis: sky130_fd_sc_hd__dfxtp_1
[metrics] slew at the pin closest to its max-slew limit: 0.284 ns
[metrics] number of global-route vias before repair: 1816
[metrics] first-pass GRT wire length: ~8.6 mm
[metrics] number of H-tree levels: 1
[metrics] category of the worst setup path capture point: output port
[metrics] number of vias per cell after detailed routing: roughly 5.5
[metrics] fraction of layout cells with a size suffix above 1: between 20% and 30%
[metrics] total number of yosys warnings: 1
[metrics] post-synth tally of flip-flops with integrated enable: 0
[metrics] largest driver fanout on the critical path: 12
[cell type report]
class / count / area (µm²) / area share, %
Tap cell: 52 / 65.1 / 2.11
Sequential cell: 24 / 480 / 15.6
Clock buffer: 3 / 41.3 / 1.34
Clock inverter: 1 / 30.0 / 0.972
Timing Repair Buffer: 116 / 1190 / 38.5
Multi-Input combinational cell: 124 / 1280 / 41.5
[worst max-delay path by stage]
| stage | endpoint | slack, ns | cells after the start |
|---|---|---|---|
| finish | rgb[8] | 0.15 | 4 |
| global route | rgb[5] | 0.1 | 4 |
| CTS | rgb[8] | 0.003 | 4 |
[cells by family after synthesis]
group                  Yosys count  share of synthesized area (%)
muxes                           24                           12.5
and+or+nand+nor                 52                           18.1
DFF                             24                           25.1
AOI/OAI and AO/OA               48                           36.3
buffers and inverters           19                           8.03
[worst max-delay path: stages]
cell	delay, ns
sky130_fd_sc_hd__clkbuf_2	0.12
sky130_fd_sc_hd__bufbuf_16	0.28
sky130_fd_sc_hd__and2_1	0.12
sky130_fd_sc_hd__clkdlybuf4s50_1	0.47
[repair_timing]
| item | in CTS | in global routing |
|---|---|---|
| gates resized | 2 | 1 |
| setup buffers | 0 | 0 |
| pin swaps | 0 | 0 |
| gates cloned | 1 | 0 |
| setup endpoints to repair | 24 | 12 |
| hold buffers | 0 | 0 |
[routing by layer]
| metal | global-route usage [%] | up-vias | share of wire, % |
|---|---|---|---|
| met3 | 3.14 | 2 | 6.7 |
| met5 | 0 | - | 0 |
| li1 | - | 859 | - |
| met4 | 1.33 | 0 | 0.38 |
| met1 | 32.0 | 824 | 46 |
| met2 | 36.2 | 59 | 47 |
[placed cells by master (no fill, tap or decap)]
cell type                         instances
sky130_fd_sc_hd__and2_1                  24
sky130_fd_sc_hd__dfxtp_1                 24
sky130_fd_sc_hd__bufinv_16                1
sky130_fd_sc_hd__clkdlybuf4s50_1        100
sky130_fd_sc_hd__clkbuf_8                 3
sky130_fd_sc_hd__nand2_1                  1
sky130_fd_sc_hd__nor2b_4                  1
sky130_fd_sc_hd__o32ai_1                  4
sky130_fd_sc_hd__nand3b_4                 1
sky130_fd_sc_hd__buf_2                    2
sky130_fd_sc_hd__buf_12                   4
sky130_fd_sc_hd__o32ai_2                 20
sky130_fd_sc_hd__nor2b_1                 24
sky130_fd_sc_hd__a221oi_2                20
sky130_fd_sc_hd__bufbuf_16                1
sky130_fd_sc_hd__mux2i_1                 24
sky130_fd_sc_hd__clkbuf_2                 1
sky130_fd_sc_hd__buf_4                    8
sky130_fd_sc_hd__a221oi_1                 4
sky130_fd_sc_hd__and2b_2                  1
[stage by stage]
stage | TNS, ns | hold slack, ns | area, µm² | total power, mW | setup slack (ns)
finish | 0 | 0.688 | 3090 | 1.52 | 0.152
CTS | 0 | 0.685 | 3090 | 1.55 | 0.00340
global placement | -3.10 | 0.982 | 2990 | 1.07 | -0.150
floorplan | 0 | 0.550 | 1920 | 0.801 | 0.659
global route | 0 | 0.703 | 3090 | 1.60 | 0.0984
detailed placement | -2.93 | 0.975 | 2990 | 1.07 | -0.140
[power by group]
| part | internal, mW | switching (mW) |
|---|---|---|
| sequential | 0.538 | 0.00620 |
| clock | 0.282 | 0.175 |
| combinational | 0.329 | 0.194 |
| total | 1.15 | 0.375 |
Power figures rest on the tool's default switching activity, not on a simulated workload.
