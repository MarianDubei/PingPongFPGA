<file path="/design/flow/design.v">
module ball(
	input clk,clk_1ms,reset,
	input [9:0] x, y,
	output ball_on,
	output [23:0] rgb_ball,
	input [9:0] x_paddle1, x_paddle2, y_paddle1, y_paddle2,
	output reg [3:0]  p1_score, p2_score,
	input [1:0] game_state
	);
	localparam H_ACTIVE	= 640;
	localparam V_ACTIVE	= 480;
	localparam ball_width = 16;  
	localparam ball_height = 16; 
	localparam paddlewidth = 16;
	localparam paddleheight = 80;
	integer dx = 1, dy = 1;
	reg [9:0] x_ball, y_ball;
	always @ (posedge clk_1ms)
	begin
		if(!reset)
		begin
			x_ball <= H_ACTIVE/2;
			y_ball <= V_ACTIVE/2;
			p1_score <= 0;
			p2_score <= 0;	
		end
		else if (game_state == 2'b01)
		begin
			if (y_ball == (ball_height/2)+1) 
				dy = dy*-1;
			if (y_ball == (V_ACTIVE-(ball_height/2)-1)) 
				dy = dy*-1;
			if (x_ball > (x_paddle2-ball_width/2) && y_ball > (y_paddle2 - paddleheight/2) && y_ball < (y_paddle2 + paddleheight/2))
				dx = dx*-1;
			if (x_ball < (x_paddle1+ball_width/2) && y_ball > (y_paddle1 - paddleheight/2) && y_ball < (y_paddle1 + paddleheight/2))
				dx = dx*-1;
			if (x_ball == (H_ACTIVE -ball_width/2)) 
			begin 
				x_ball <= H_ACTIVE/2;
				y_ball <= V_ACTIVE/2;
				dy = dy*-1;
				dx = dx*-1; 
				p1_score <= p1_score+1;
			end
			else if (x_ball == 0) 
			begin 
				x_ball <= H_ACTIVE/2;
				y_ball <= V_ACTIVE/2;
				dy = dy*-1;
				dx = dx*-1;
				p2_score <= p2_score+1;
			end
			else
			begin
				x_ball <= x_ball + dx;
				y_ball <= y_ball - dy;	
			end
		end
		else  
		begin
			x_ball <= x_ball;
			y_ball <= y_ball;
		end	
	end
	assign ball_on = (x >= x_ball-(ball_width/2) && x <= x_ball+(ball_width/2) && y >= y_ball-(ball_height/2) && y <= y_ball+(ball_height/2))?1:0;
	assign rgb_ball = 24'b111111111111111111111111; 
endmodule
</file>
<file path="/design/flow/run.sh">
#!/bin/bash
# OpenROAD 26Q1-2900-gdf79404cd8, Yosys 0.63+post, stock flow scripts
make -C /OpenROAD-flow-scripts/flow DESIGN_CONFIG=/design/flow/config.mk WORK_HOME=/design/flow/orfs finish
</file>
<file path="/design/flow/config.mk">
export PLATFORM = sky130hd
export DESIGN_NAME = ball
export DESIGN_NICKNAME = ball
export VERILOG_FILES = /design/flow/design.v
export SDC_FILE = /design/flow/constraint.sdc
export NUM_CORES = 4
export LEC_CHECK = 1
export CORE_UTILIZATION = 40
</file>
<file path="/design/flow/constraint.sdc">
current_design ball

set clk_period 14.2
set clk_io_pct 0.2

create_clock -name clk0 -period $clk_period [get_ports {clk_1ms}]

set non_clock_inputs [all_inputs -no_clocks]
set_input_delay [expr $clk_period * $clk_io_pct] -clock clk0 $non_clock_inputs
set_output_delay [expr $clk_period * $clk_io_pct] -clock clk0 [all_outputs]
</file>
==> results.yml <==
# flow metrics
timing:
  final_max_slew_viol_count: 0
  fmax_mhz: 115
  maxSlewHeadroom_pct: 44.7
  finClkSkew_ps: 2.90
  fin_crit_sh_pct: 61.2
  worstMarginPinSlew_ps: 826
  setup_tns_ps: 0
  setup_ws_ps: 5510
  setup_viol: 0
  rsz0062_at_grt: "false"
  finalCriticalPeriod_ps: 8690
  hold_slack_ps: 523
  hold_violations: 0
synthesis:
  top_area_share_pct: 24.0
  async_flop_share_pct: 0
  ys_seq_share_pct: 19.1
  syn_avg_cell_area_sq_um: 8.49
  synth.distinct_cells: 66
  common_cells: "111 x ha_1, 65 x xor2_1, 50 x nor2_1"
  yosys-top-cells-area: "ha_1 24%, xor2_1 9.9%, dfxtp_1 9.7%, edfxtp_1 9.4%, xnor2_1 6.1%"
  synth-edff-count: 18
  synth_stat.cells: 681
  numSynthFlops: 46
  ff_type: "dfxtp_1"
  synthCells: 681
  synth_area_leader_cell: "ha_1"
  top_cell: "ha_1"
  syn-cell-area_sq_um: 5780
  yosys_warnings: 1
  yosys-stat-area_sq_um: 5780
setup_path:
  cp.arrival_ps: 5850
  rr_endpoint: "x_ball[9]"
  end_kind: "output port"
  startpoint_type: "primary input"
  r2r_cells: 18
  path_max_fanout: 2
  rrSetupSlack_ps: 8990
  r2r-start: "y_ball[6]"
  crit_start: "x[1]"
  max_stage_delay_ps: 560
  cpMostUsedCell: "o21a_1"
  critical-path-top-delay-family: "AND-OR/OR-AND gates"
  crit_chain: "clkdlybuf4s50_1 -> ha_1 -> nor2b_1 -> o21a_1 -> o21a_1 -> o21a_1 -> o21ai_0 -> a21oi_1 -> o41ai_1 -> o41ai_1 -> a2111oi_0 -> clkdlybuf4s50_1"
  cp_num_buf_inv: 2
  cp.required_ps: 11360
  critical_path_class: "in2out"
  crit_path_top_delay_cell: "clkdlybuf4s50_1"
cts:
  postCtsSetupBuffers: 0
  h-tree-depth: 2
  clk-insertion-delay-late_ps: 280
  path_clk_slew_ps: 60
  cts_resized: 0
  clk_path_buf_depth: 2
  clkSinkCount: 46
  cts_tree: "yes"
  ctsRootBufferMaster: "clkbuf_16"
  cts_hold_buf: 0
  cts_buffers: 5
route:
  drt-wirelength-per-cell_um: 14.4
  drtIter0Drc: 257
  avgViaCountPerCell: 5.16
  wirelength_um: 13200
  drt-pass1-iter-count: 4
  num_vias: 4741
  drc: 0
  insertedDiodeCount: 0
  ant_nets: 0
placed_design:
  dp_worst_setup_slack_ps: 5470
  gp_congestion: 0.901
  hpwl_um: 10500
  portBuffers: 72
  place_area_sq_um: 6540
die:
  die-area_sq_um: 14900
  num_rows: 43
  io_pins: 98
  fp.coreArea_sq_um: 14000
  fp-utilization_pct: 41.3
  die_w_um: 122
  die_y_um: 122
job:
  maxCapViolCount: 0
  openroad.warnings: 30
global_routing:
  grt_pass1_wl_um: 21500
  grt_max_degree: 26
  antenna_found_initial: 0
  grt_overflow_total: 0
  first_global_vias: 4560
  grtUsageTotal_pct: 18.5
cells_and_area:
  drive_gt1_share_pct: 3.25
  area.growth.synth_to_final_pct: 16.0
  final_area_sq_um: 6700
worst_hold_path:
  min_to: "p2_score[3]"
  hold_class: "reg2reg"
  worstHoldStart: "p2_score[3]"
  hold_depth: 2
power_and_ir_drop:
  p_per_area_nw_per_um2: 98.0
  p_total_w: 0.000657
  leakage_nw: 2.83
  max-vdd-ir-drop_mv: 0.0669
outcome:
  outcome: "finished clean"
==> per-stage QoR <==
| stage | utilization (%) | cells |
|---|---|---|
| after floorplan | - | 704 |
| after detailed placement | 46.7 | 910 |
| final | 47.9 | 918 |
| after CTS | 47.9 | 918 |
| after global routing | 47.9 | 918 |
| after global placement | 46.7 | 910 |
==> layer usage <==
metal	GRT usage, %	vias up	routed length [um]
li1	-	2496	-
met3	1.86	6	483
met4	0.991	0	86
met5	0	-	0
met2	30.8	80	6040
met1	27.4	2159	6560
==> logic make-up after synthesis <==
group,Yosys count,share of synthesized area (%)
fa+ha+maj,113,24.7
mux,1,0.173
buf+inv,91,7.90
simple gates,188,16.3
other cells,1,0.0649
compound gates,134,14.9
flops,46,19.1
xor+xnor,107,16.9
==> sequential cells by signal, summed over array words and instances (netlist names) <==
register / count
x_ball: 10
y_ball: 10
dx: 9
dy: 9
p1_score: 4
p2_score: 4
==> worst max-delay path by stage <==
| stage | end | slack [ps] | cells after the start |
|---|---|---|---|
| 4_1_cts | ball_on | 5440 | 12 |
| 5_1_grt | ball_on | 5250 | 12 |
| 6_report | ball_on | 5510 | 12 |
==> layout make-up <==
class | instances | area, sq um
clock buffer | 8 | 166
fill | 1268 | 7290
inverter | 42 | 158
multi-input combinational | 567 | 4310
sequential | 46 | 1100
tap | 180 | 225
timing repair buffer | 75 | 743
==> cells in the final DEF (no fill, tap or decap), types with 23 or more instances in the layout <==
cell / synthesis / layout
clkdlybuf4s50_1: 0 / 72
conb_1: 1 / 24
nor2_1: 50 / 50
dfxtp_1: 28 / 28
xnor2_1: 40 / 40
inv_1: 41 / 41
a21oi_1: 40 / 40
nand2_1: 42 / 42
ha_1: 111 / 111
xor2_1: 65 / 65
o21ai_0: 23 / 23
==> where the power goes <==
part	switching, W	total (W)	internal (W)
sequential	0.0000359	0.000190	0.000154
combinational	0.000174	0.000340	0.000167
clock	0.0000466	0.000126	0.0000796
total	0.000256	0.000657	0.000401
==> tightest hold or removal path, stage by stage, from the launching register on <==
cell and delay (ps):
dfxtp_1 340, xor2_1 70, nor2_1 80
Power and IR drop assume default switching activity.
