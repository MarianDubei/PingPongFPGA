==> ./design.v <==
module paddle(
	input clk_1ms,reset, 
	input button, button1, button2, button3,
	input [9:0] x, y,
	output paddle1_on,paddle2_on,
	output [23:0] rgb_paddle1, rgb_paddle2,
	output reg [9:0] x_paddle1 = L_position + (paddlewidth/2),
	output reg [9:0] y_paddle1 = V_active/2,
	output reg [9:0] x_paddle2 = H_active-(R_position + (paddlewidth/2)),
	output reg [9:0] y_paddle2 = V_active/2
	);
	localparam H_active = 640;
	localparam V_active = 480;
	localparam paddlewidth = 16;
	localparam paddleheight = 80;
	localparam L_position = 20;
	localparam R_position = 20;
	always @ (posedge clk_1ms)
	begin
		if(!reset)
		begin	
			x_paddle1 <= L_position + (paddlewidth/2);
			y_paddle1 <= V_active/2;
		end
		else if (!button && y_paddle1-(paddleheight/2) > 0)
			y_paddle1 <= y_paddle1-1;
		else if (!button1 && y_paddle1+(paddleheight/2) < V_active)
			y_paddle1 <= y_paddle1+1;
		else y_paddle1 <= y_paddle1;
	end
	assign paddle1_on = (x >= x_paddle1-(paddlewidth/2) && x <= x_paddle1+(paddlewidth/2) && y >= y_paddle1-(paddleheight/2) && y < y_paddle1+(paddleheight/2))?1:0;
	assign rgb_paddle1 = 24'b111111110000000000000000; 
	always @ (posedge clk_1ms)
	begin
		if(!reset)
		begin	
			x_paddle2 <= H_active-(R_position + (paddlewidth/2));
			y_paddle2 <= V_active/2;
		end
		else if (!button2 && y_paddle2-(paddleheight/2) > 0)
			y_paddle2 <= y_paddle2-1;
		else if (!button3 && y_paddle2+(paddleheight/2) < V_active )
			y_paddle2 <= y_paddle2+1;
		else y_paddle2 <= y_paddle2;
	end
	assign paddle2_on = (x >= x_paddle2-(paddlewidth/2) && x <= x_paddle2+(paddlewidth/2) && y >= y_paddle2-(paddleheight/2) && y < y_paddle2+(paddleheight/2))?1:0;
	assign rgb_paddle2 = 24'b000000000000000011111111;  
endmodule
==> ./run.sh <==
#!/bin/bash
# OpenROAD 26Q1-2900-gdf79404cd8, Yosys 0.63+post, stock flow scripts
make -C /OpenROAD-flow-scripts/flow DESIGN_CONFIG=/design/flow/config.mk WORK_HOME=/design/flow/orfs finish
==> ./config.mk <==
export PLATFORM = sky130hd
export DESIGN_NAME = paddle
export DESIGN_NICKNAME = paddle
export VERILOG_FILES = /design/flow/design.v
export SDC_FILE = /design/flow/constraint.sdc
export NUM_CORES = 4
export LEC_CHECK = 1
export CORE_UTILIZATION = 40
==> ./constraint.sdc <==
current_design paddle

set clk_period 4.5
set clk_io_pct 0.2

create_clock -name clk0 -period $clk_period [get_ports {clk_1ms}]

set non_clock_inputs [all_inputs -no_clocks]
set_input_delay [expr $clk_period * $clk_io_pct] -clock clk0 $non_clock_inputs
set_output_delay [expr $clk_period * $clk_io_pct] -clock clk0 [all_outputs]
==> results.yml <==
# physical design summary
floorplan:
  core_area_mm2: 0.00822
  die_x_um: 94.3
  fp.dieH_um: 94.3
  fp-utilization: 0.415
  io_pins: 116
  fp-row-count: 33
  die-area_mm2: 0.00889
sta:
  fin_tns_setup_ns: 0
  post-route-min-period_ns: 4.16
  slew_headroom: 0.532
  fmax_mhz: 240
  report.final.hold_viol_count: 0
  slew_viol_final: 0
  rsz0062_at_grt: "no"
  worst_pin_slew_ns: 0.702
  skew_ns: 0.00359
  finalSetupViolCount: 0
  finalClockPeriodUsage: 0.925
final_layout:
  final_cell_area_mm2: 0.00373
  drive_above_1_share: 0.0318
  seq_area_um2: 400
  final_util: 0.454
  logic_area_mm2: 0.00261
  fillers: 808
  syn2layout_area_growth_pct: 9.51
run_status:
  status: "finished, final reports clean"
critical_path:
  worstPathMaxFanout: 10
  critPathKind: "register to output port"
  ff2ff_setup_slack_ns: 0.72
  cp-end-kind: "output port"
  arrival_ns: 3.26
  critPathLaunchType: "register"
  worst_ep_required_time_ns: 3.60
routing:
  drt_first_pass_iters: 4
  drt_iter0_drc: 93
  postRouteWirelength_um: 6970
  viasPerCell: 4.99
  diodes: 0
  drtAntennaViolNets: 0
  num_vias: 2882
  drc: 0
  wl_per_cell_um: 12.1
global_route:
  grt_use_total: 0.162
  first_global_vias: 2515
  overflow: 0
  grt_first_pass_wirelength_um: 11500
  antenna_found_initial: 0
  grt_max_degree: 16
synthesis:
  yosys_area_mm2: 0.00341
  logic_family: "AND-OR/OR-AND gates"
  area_leaders: "ha_1, buf_4, dfxtp_1, xor2_1, nor2_1"
  ys_top_cells_by_count: "buf_4, ha_1, nor2_1"
  syn_avg_cell_area_um2: 7.83
  syn_inst: 435
  ys_sh_mux: 0.0206
  yosysTopAreaCell: "ha_1"
  synth.most_common_cell: "buf_4"
  synth-main-ff-cell: "dfxtp_1"
  ys_ff: 20
  ys_cells: 435
  yosysWarningCount: 1
  adder_share: 0.203
  yosysSeqAreaShare: 0.118
  top_area_frac: 0.191
  async_reset_ff_frac: 0
  simple_gate_share: 0.167
  edf_count: 0
  yosysUniqueCellTypes: 59
  xor_share: 0.0823
  ys_sh_aoi: 0.218
  synth_area_mm2: 0.00341
clock_tree:
  cts_made_buffers: 3
  cts.repair.resized: 0
  ctsRootBufferMaster: "clkbuf_8"
  clock_sinks: 20
  postCtsSetupRepairBufs: 0
  htreeDepth: 1
  path_clk_slew_ns: 0.07
  cts_tree: "yes"
  holdBufCountCts: 0
  clkLatencyLatePin_ns: 0.26
  clk_path_buf_depth: 2
placed_design:
  gp_congestion: 0.895
  port_buffers: 47
  placed_cell_area_mm2: 0.00368
  dp_hpwl_um: 5560
pwr:
  vdd_ir_drop_max_v: 0.000168
  power_density_mw_per_mm2: 568
  p_leak_uw: 0.00164
hold_path:
  hold_class: "register to register"
run:
  tool_warnings: 29
  max_cap_viol_count: 0
-- path summary, 6_finish.rpt --
path	from	endpoint	cells past startpoint
worst max-delay path	y_paddle2[3]	paddle2_on	9
worst min-delay path	y_paddle2[2]	y_paddle2[2]	2
worst max register to register	y_paddle1[3]	y_paddle1[8]	13
worst min register to register	y_paddle2[2]	y_paddle2[2]	2
-- per-layer routing --
| layer | vias up | share of wire | global-route usage |
|---|---|---|---|
| li1 | 1500 | - | - |
| met4 | 0 | 0.0050 | 0.0115 |
| met1 | 1281 | 0.50 | 0.245 |
| met5 | - | 0 | 0 |
| met3 | 2 | 0.056 | 0.0165 |
| met2 | 99 | 0.44 | 0.258 |
-- kinds of logic (layout without fill, tap and decap cells) --
kind of cell / after synthesis / count (layout)
xor gates and xnor gates: 32 / 32
muxes: 7 / 7
other: 2 / 68
DFF: 20 / 20
and+or+nand+nor: 114 / 114
adders and majority gates: 54 / 54
buffers and inverters: 98 / 69
AOI/OAI and AO/OA: 108 / 108
-- flip-flops by register name, summed over array words and instances (netlist names) --
| signal | flops |
|---|---|
| y_paddle2 | 10 |
| y_paddle1 | 10 |
-- critical path, stage by stage (launching register included) --
cell,delay [ns]
dfxtp_1,0.57
ha_1,0.29
o21ai_0,0.13
xor2_1,0.21
ha_1,0.31
a211o_1,0.29
o221a_2,0.25
a21o_1,0.17
a211oi_1,0.27
clkdlybuf4s50_1,0.50
-- layout make-up --
class                           count  share of cell area
Tap cell                          105              0.0352
Timing Repair Buffer               47               0.126
Sequential cell                    20               0.107
Multi-Input combinational cell    383               0.699
Inverter                           18              0.0181
Clock buffer                        4              0.0148
-- power breakdown --
group          switching (uW)  internal [uW]
clock                    60.0           77.8
combinational             737            781
sequential                209            253
total                    1010           1110
-- placed cells by master (no fill, tap or decap), types with 8 or more instances in the layout --
cell             netlist  final
inv_1                 16     16
nand2_1               28     28
conb_1                 2     68
nand3_1               11     11
xnor2_1               13     13
ha_1                  52     52
o21ai_0               24     24
nor3_1                 8      8
a21oi_1               20     20
o21a_1                 8      8
nor2_1                33     33
o211ai_1              13     13
dfxtp_1               20     20
xor2_1                19     19
clkdlybuf4s50_1        0     47
-- stage by stage --
step	worst slack (ns)	std cells	hold slack, ns	power, uW
global placement	0.437	573	0.539	1960
detailed placement	0.405	573	0.543	1980
global route	0.106	577	0.590	2400
floorplan	1.42	501	0.471	1610
finish	0.337	577	0.552	2120
CTS	0.348	577	0.557	2130
No activity file was given, so power comes from the tool's default toggle rates.
